==> design.v <==
`timescale 1ns / 1ps
module Controller(
    clock,
    sig_Lid_Closed,
    sig_Coin,
    sig_Cancel,
    sig_Time_Out,
    sig_Out_Of_Balance,
    sig_Motor_Failure,
    sig_Full,
    sig_Temperature,
    sig_Wash_Completed,
    sig_Rinse_Completed,
    sig_Spin_Completed,
    start,
    ready,
    fill_Water_Operation,
    heat_Water_Operation,
    wash_Operation,
    rinse_Operation,
    spin_Operation,
    fault,
    coin_Return,
    water_Intake,
    fault_Cleared,
    state
    );
    input clock;
    input sig_Lid_Closed;
    input sig_Coin;
    input sig_Cancel;
    input sig_Time_Out;
    input sig_Out_Of_Balance;
    input sig_Motor_Failure;
    input sig_Full;
    input sig_Temperature;
    input sig_Wash_Completed;
    input sig_Rinse_Completed;
    input sig_Spin_Completed;
    output start;
    output ready;
    output fill_Water_Operation;
    output heat_Water_Operation;
    output wash_Operation;
    output rinse_Operation;
    output spin_Operation;
    output fault;
    output coin_Return;
    output water_Intake;
    output fault_Cleared;
    output [2:0] state;
    parameter STATE_START = 3'd0 ;
    parameter STATE_READY = 3'd1;
    parameter STATE_FILL_WATER = 3'd2;
    parameter STATE_HEAT_WATER = 3'd3;
    parameter STATE_WASH = 3'd4;
    parameter STATE_RINSE = 3'd5;
    parameter STATE_SPIN = 3'd6;
    parameter STATE_FAULT = 3'd7;
    reg state = STATE_START;
    reg [2:0] next_State;
    always @(posedge  clock) begin
        state = next_State;
    end
    always @(posedge clock) begin
        case (state)
            STATE_START: begin
                if (sig_Coin == 1)
                    next_State = STATE_READY;
                else 
                    next_State = STATE_START;
            end
            STATE_READY: begin
                if (sig_Lid_Closed == 1)
                    next_State = STATE_FILL_WATER;
                else if (sig_Cancel == 1)
                    next_State = STATE_START;
            end
            STATE_FILL_WATER: begin
                if (sig_Cancel == 1)
                    next_State = STATE_START;
                else if (sig_Full == 1)
                    next_State = STATE_HEAT_WATER;
                else if (sig_Time_Out == 1)
                    next_State = STATE_FAULT;
                else 
                    next_State = STATE_FILL_WATER;
            end
            STATE_HEAT_WATER: begin
                if (sig_Cancel == 1)
                    next_State = STATE_START;
                else if (sig_Temperature == 1) 
                    next_State = STATE_WASH;
                else if (sig_Time_Out == 1) 
                    next_State = STATE_FAULT;
                else 
                    next_State = STATE_HEAT_WATER;
            end
            STATE_WASH: begin
                if (sig_Cancel == 1)
                    next_State = STATE_START;
                else if (sig_Wash_Completed == 1) 
                    next_State = STATE_RINSE;
                else if (sig_Out_Of_Balance == 1)
                    next_State = STATE_FAULT;
                else 
                    next_State = STATE_WASH;
            end
            STATE_RINSE: begin
                if (sig_Cancel == 1)
                    next_State = STATE_START;
                else if (sig_Rinse_Completed == 1) 
                    next_State = STATE_SPIN;
                else if (sig_Motor_Failure == 1) 
                    next_State = STATE_FAULT;
                else 
                    next_State = STATE_RINSE;
            end
            STATE_SPIN: begin
                if (sig_Cancel == 1)
                    next_State = STATE_START;
                else if (sig_Spin_Completed == 1) 
                    next_State = STATE_START;
                else if (sig_Motor_Failure == 1 | sig_Out_Of_Balance == 1) 
                    next_State = STATE_FAULT;
                else 
                    next_State = STATE_SPIN;
            end
            STATE_FAULT:
                next_State = STATE_READY;
            default: 
                next_State = STATE_START;
        endcase    
    end
    assign start = (state == STATE_START) ? 1'b1 : 1'b0;
    assign ready = (state == STATE_READY)? 1'b1: 1'b0;
    assign fill_Water_Operation = (state == STATE_FILL_WATER)? 1'b1: 1'b0;
    assign heat_Water_Operation = (state == STATE_HEAT_WATER)? 1'b1: 1'b0;
    assign wash_Operation = (state == STATE_WASH)? 1'b1: 1'b0;
    assign rinse_Operation = (state == STATE_RINSE)? 1'b1: 1'b0;
    assign spin_Operation = (state ==STATE_SPIN)? 1'b1: 1'b0;
    assign fault = (state == STATE_FAULT)? 1'b1: 1'b0;
    assign coin_Return = (state == STATE_READY)? 1'b1: 1'b0;
    assign water_Intake = ((state == STATE_FILL_WATER) || (state == STATE_RINSE))? 1'b1: 1'b0;
    assign fault_Cleared = (state == STATE_FAULT)? 1'b1: 1'b0;
endmodule
==> run.sh <==
#!/bin/bash
# OpenROAD 26Q1-2900-gdf79404cd8, Yosys 0.63+post, stock flow scripts
make -C /OpenROAD-flow-scripts/flow DESIGN_CONFIG=/design/flow/config.mk WORK_HOME=/design/flow/orfs finish
==> config.mk <==
export PLATFORM = sky130hd
export DESIGN_NAME = Controller
export DESIGN_NICKNAME = Controller
export VERILOG_FILES = /design/flow/design.v
export SDC_FILE = /design/flow/constraint.sdc
export NUM_CORES = 4
export LEC_CHECK = 1
export CORE_AREA = 10 10 70 70
export DIE_AREA = 0 0 80 80
==> constraint.sdc <==
current_design Controller

set clk_period 2.1
set clk_io_pct 0.2

create_clock -name clk0 -period $clk_period [get_ports {clock}]

set non_clock_inputs [all_inputs -no_clocks]
set_input_delay [expr $clk_period * $clk_io_pct] -clock clk0 $non_clock_inputs
set_output_delay [expr $clk_period * $clk_io_pct] -clock clk0 [all_outputs]
==> flow_metrics.py <==
# Generated from Yosys and OpenROAD reports
metrics = {
    "setup_path": {
        "critPathRequiredTime_ns": 1.68,
        "worst_ep_arrival_time_ns": 1.54,
        "cp-end-kind": "output pin",
        "kind_of_critical_path": "flip-flop to output pin",
        "crit_path_max_fanout": 7,
        "sort_of_element_at_the_start_of_the_critical_path": "flip-flop",
    },
    "yosys": {
        "synth_seq_share_pct": 34.8,
        "synthesis.yosys.warnings": 1,
        "synth_top_flop_cell": "sky130_fd_sc_hd__edfxtp_1",
        "syn-instance-count": 50,
        "ys_async_sr_fraction_pct": 0,
        "yosys_area_um2": 432,
        "avgSynthCellArea_um2": 8.63,
        "edff_count_synth": 3,
        "ys_types": 28,
        "ys_ff": 6,
        "yosys_cells": 50,
        "syn_area_um2": 432,
    },
    "grt": {
        "grt_antenna_before_repair": 0,
        "grt_first_pass_wirelength_um": 2230,
        "globalRouteOverflowTotal": 0,
        "grt_pass1_vias": 464,
        "groute.usage.overall_pct": 4.29,
        "largest_net_degree_at_the_start_of_global_routing": 11,
    },
    "die": {
        "die_y_um": 80,
        "die.size.x_um": 80,
        "boundaryPins": 26,
        "design.die.area_um2": 6400,
        "placeableCoreArea_um2": 3420,
        "std_cell_rows": 21,
        "initial_utilization_pct": 12.6,
    },
    "routing": {
        "drc": 0,
        "dr_total_vias": 481,
        "drt_iter0_drc": 16,
        "wl_um": 1330,
        "detail-route-antenna-nets": 0,
        "n_antenna_cell": 0,
        "routed_wire_length_per_instance_um": 10.9,
        "detail_route.first_pass.iterations": 4,
        "viasPerCell": 3.94,
    },
    "placement": {
        "detailed_place_hpwl_um": 1150,
        "port_buffers": 25,
        "postPlaceCellArea_um2": 713,
        "routabilityCongestion": 0.828,
    },
    "final_layout": {
        "multi_input_comb_area_um2": 239,
        "area.sequential_um2": 154,
        "flow.area_growth_from_synthesis_pct": 72.8,
        "final.fill_count": 384,
        "design_area_um2": 746,
        "drive_above_1_share_pct": 18.4,
    },
    "timing": {
        "finalHoldViolCount": 0,
        "grt_setup_unrepaired": "false",
        "setup_total_negative_slack_ns": 0,
        "timing.slew.headroom_pct": 76.7,
        "setup_viol": 0,
        "worst_pin_slew_ns": 0.340,
        "finClkSkew_ns": 0.00243,
        "fin_crit_ns": 1.96,
        "finalMaxSlewViolations": 0,
        "clock.fmax_mhz": 509,
        "final_min_period_over_clock_period_pct": 93.5,
    },
    "pwr": {
        "netSwitchingPower_w": 0.000261,
        "irDropWorstVdd_mv": 0.250,
        "sequentialPowerShare_pct": 32.2,
        "total_leakage_power_nw": 0.278,
        "internal-power_w": 0.000535,
        "p_per_area_nw_per_um2": 1070,
        "p_clk_share_pct": 14.3,
        "switching_share_pct": 32.8,
        "power.combinational.fraction_pct": 53.5,
    },
    "cts": {
        "ctsRootBufferMaster": "sky130_fd_sc_hd__clkbuf_4",
        "cts_hold_buffers": 0,
        "ctsLongestPathBuffers": 2,
        "cts_max_level": 1,
        "insertion_delay_ns": 0.24,
        "post_cts.repair.setup_buffers": 0,
        "tritoncts": "yes",
        "tritoncts_num_sinks": 6,
        "worst_setup_hold_path_clk_slew_ns": 0.05,
        "cts_buffers": 3,
    },
    "job": {
        "openroad.warnings": 25,
        "maxCapViolations": 0,
    },
    "hold_path": {
        "worst_hold_path_type": "flip-flop to flip-flop",
    },
    "status": {
        "status": "complete, no violations",
    },
}
## timing repair
| item | CTS | global route |
|---|---|---|
| gates resized | 2 | 2 |
| setup endpoints to repair | 3 | 3 |
| cloned | 0 | 0 |
## placed cells by master, fill, tap and decap left out
| cell | netlist | routed |
|---|---|---|
| sky130_fd_sc_hd__o31a_1 | 1 | 1 |
| sky130_fd_sc_hd__nor2_2 | 0 | 1 |
| sky130_fd_sc_hd__a21o_1 | 1 | 1 |
| sky130_fd_sc_hd__a211oi_1 | 1 | 1 |
| sky130_fd_sc_hd__nand2_2 | 1 | 1 |
| sky130_fd_sc_hd__edfxtp_1 | 3 | 3 |
| sky130_fd_sc_hd__nor2_1 | 10 | 9 |
| sky130_fd_sc_hd__clkdlybuf4s50_1 | 0 | 25 |
| sky130_fd_sc_hd__nand3b_1 | 2 | 2 |
| sky130_fd_sc_hd__clkbuf_1 | 0 | 1 |
| sky130_fd_sc_hd__o21bai_1 | 2 | 2 |
| sky130_fd_sc_hd__or2b_1 | 1 | 1 |
| sky130_fd_sc_hd__o31ai_1 | 1 | 1 |
| sky130_fd_sc_hd__nand2b_1 | 1 | 1 |
| sky130_fd_sc_hd__inv_1 | 3 | 3 |
| sky130_fd_sc_hd__or2_1 | 1 | 1 |
| sky130_fd_sc_hd__dfxtp_2 | 0 | 3 |
| sky130_fd_sc_hd__a21oi_2 | 1 | 1 |
| sky130_fd_sc_hd__nor4_2 | 1 | 1 |
| sky130_fd_sc_hd__buf_4 | 3 | 1 |
| sky130_fd_sc_hd__nand2_1 | 2 | 2 |
| sky130_fd_sc_hd__o211ai_2 | 1 | 1 |
| sky130_fd_sc_hd__o21bai_2 | 1 | 1 |
| sky130_fd_sc_hd__nand3_1 | 1 | 1 |
| sky130_fd_sc_hd__clkbuf_4 | 0 | 3 |
| sky130_fd_sc_hd__or3_1 | 1 | 1 |
| sky130_fd_sc_hd__a2111oi_0 | 1 | 1 |
| sky130_fd_sc_hd__nor3_1 | 1 | 1 |
| sky130_fd_sc_hd__nand2b_4 | 1 | 1 |
| sky130_fd_sc_hd__a21oi_1 | 3 | 3 |
| sky130_fd_sc_hd__o21ai_1 | 1 | 1 |
## critical path, cell delays in order (launching register included)
cell and delay (ns):
sky130_fd_sc_hd__dfxtp_2 0.38, sky130_fd_sc_hd__or2b_1 0.28, sky130_fd_sc_hd__nor2_2 0.14, sky130_fd_sc_hd__clkdlybuf4s50_1 0.50
## area by class of cell
class | count | share of cell area (%)
multi-input cells | 37 | 32.0
flip-flops and latches | 6 | 20.6
clock buffers | 4 | 3.52
inverters | 3 | 1.51
repair buffers | 26 | 34.6
well taps | 46 | 7.72
## logic make-up (layout without fill, tap and decap cells)
| kind of cell | after synthesis | count (layout) | synth area share, % |
|---|---|---|---|
| flops | 6 | 6 | 34.8 |
| compound gates | 14 | 14 | 24.9 |
| simple gates | 23 | 23 | 29.9 |
| buf+inv | 7 | 33 | 10.4 |
## power groups by stage
stage	clock network, W	registers [W]	logic, W
CTS	0.000118	0.000254	0.000432
finish	0.000114	0.000256	0.000426
global route	0.000133	0.000268	0.000477
## cell usage after synthesis (2+ instances only)
master	number	area, um^2
sky130_fd_sc_hd__nor2_1	10	37.5
sky130_fd_sc_hd__a21oi_1	3	15.0
sky130_fd_sc_hd__buf_4	3	22.5
sky130_fd_sc_hd__dfxtp_1	3	60.1
sky130_fd_sc_hd__edfxtp_1	3	90.1
sky130_fd_sc_hd__inv_1	3	11.3
sky130_fd_sc_hd__nand2_1	2	7.51
sky130_fd_sc_hd__nand3b_1	2	15.0
sky130_fd_sc_hd__o21bai_1	2	15.0
## routing by layer
metal  track usage (%)  wire length, um  vias up
met3              3.18              291        2
met4             0.880               29        0
met1              6.01              568      213
met5                 0                0        -
met2              4.98              442       36
li1                  -                -      230
## sequential cells by signal (all words and copies together), names as in the netlist
name        flops
state           3
next_State      3
## worst paths after layout
| path | from | cells after the start | endpoint | slack [ns] |
|---|---|---|---|---|
| max | state[0] | 3 | coin_Return | 0.14 |
| min | next_State[2] | 0 | state[2] | 0.34 |
| min reg2reg | next_State[2] | 0 | state[2] | 0.34 |
| max reg2reg | state[0] | 5 | next_State[1] | 0.73 |
## stage by stage
stage | power (W) | worst slack (ns) | hold slack (ns) | utilization, % | cells
floorplan | 0.000447 | 0.831 | 0.323 | - | 50
global placement | 0.000678 | 0.246 | 0.325 | 20.9 | 118
detailed placement | 0.000680 | 0.236 | 0.330 | 20.9 | 118
CTS | 0.000803 | 0.0158 | 0.341 | 21.7 | 122
global route | 0.000878 | 0.0380 | 0.351 | 21.8 | 122
finish | 0.000796 | 0.137 | 0.342 | 21.8 | 122
Power figures rest on the tool's default switching activity, not on a simulated workload.
